<file path="run.sh">
#!/bin/bash
# OpenROAD 26Q1-2900-gdf79404cd8, Yosys 0.63+post, stock flow scripts
make -C /OpenROAD-flow-scripts/flow DESIGN_CONFIG=/design/flow/config.mk WORK_HOME=/design/flow/orfs finish
</file>
<file path="config.mk">
export PLATFORM = sky130hd
export DESIGN_NAME = pipeline_register_ExecuteMemory
export DESIGN_NICKNAME = pipeline_register_ExecuteMemory
export VERILOG_FILES = /design/flow/design.v
export SDC_FILE = /design/flow/constraint.sdc
export NUM_CORES = 4
export LEC_CHECK = 1
export CORE_UTILIZATION = 30
</file>
<file path="constraint.sdc">
current_design pipeline_register_ExecuteMemory

set clk_period 1.0
set clk_io_pct 0.2

create_clock -name clk0 -period $clk_period [get_ports {clk}]

set non_clock_inputs [all_inputs -no_clocks]
set_input_delay [expr $clk_period * $clk_io_pct] -clock clk0 $non_clock_inputs
set_output_delay [expr $clk_period * $clk_io_pct] -clock clk0 [all_outputs]
</file>
<file path="design.v">
module pipeline_register_ExecuteMemory(
	input logic clk,
	input logic [15:0] Ehi, Elo,  
	input logic Emod,
	input logic [15:0] Ealu,  
	input logic [15:0] Edmwrite,  
	input logic Ewe3,  
	input logic Ewe,  
	input logic [15:0] Emodout,
	input logic [1:0] Eregdata,  
	input logic [3:0] Ewriteadd,  
	output logic [15:0] Mhi, Mlo,  
	output logic [15:0] Malu,  
	output logic [15:0] Mdmwrite,  
	output logic Mwe3,  
	output logic [15:0] Mmodout,
	output logic Mmod,
	output logic Mwe,  
	output logic [1:0] Mregdata,  
	output logic [3:0] Mwriteadd  
	);
	reg [15:0] plr_DE1[3:0];
	reg [1:0] plr_DE2 [1:0];
	reg [1:0] plr_DE3;
	reg [3:0] plr_DE4;
	reg [15:0] plr_DE5;
	reg plr_DE6;
	always_ff@(posedge clk) begin 
		plr_DE1[0] <= Ehi;
		plr_DE1[1] <= Elo;
		plr_DE1[2] <= Ealu;
		plr_DE1[3] <= Edmwrite;
		plr_DE2[0] <= Ewe3;
		plr_DE2[1] <= Ewe;
		plr_DE3 <= Eregdata;	
		plr_DE4 <= Ewriteadd;	
		plr_DE5 <= Emodout;
		plr_DE6 <= Emod;
	end
	assign Mhi = plr_DE1[0];
	assign Mlo = plr_DE1[1];
	assign Malu = plr_DE1[2];
 	assign Mdmwrite = plr_DE1[3];
	assign Mwriteadd = plr_DE4;
	assign Mwe3 = plr_DE2[0]; 
	assign Mwe = plr_DE2[1];
	assign Mregdata = plr_DE3;
	assign Mmodout = plr_DE5;
	assign Mmod = plr_DE6;
endmodule
</file>
==> impl_metrics.csv <==
group,metric,value,unit
run_status,status,"completed",
timing,final_count_of_negative_setup_slack_endpoints,0,
synth,number_of_synthesized_register_bits,89,
drt,route.detailed.drc,0,
critical_path,timing.critical_path.required,0.80,ns
timing,final-hold-violation-count,0,
timing,rsz0062_at_grt,"true",
drt,drtPass1Iterations,2,
cells_and_area,finalNonFillerCells,355,
min_path,hold_path_class,"input pin to register",
critical_path,start_kind,"register",
global_route,grt_first_pass_wirelength,6762,um
power,pwr-share-comb,0.072,
timing,whs,0.2850,ns
synth,netlist_area,1782,um^2
place,finalWeightedCongestion,0.7380,
die,core,5608,um^2
place,detailed_place_hpwl,3584,um
place,pre_cts_slack,0.009458,ns
die,fp.dieH,79.07,um
synth,average_footprint_of_a_synthesized_cell,20.02,um^2
die,chip_area,6251,um^2
drt,wirelength_met1,1750,um
critical_path,crit_path_end_kind,"primary output",
power,power_switching_share,0.1901,
drt,dr.first_iter.drc_count,29,
timing,timing.slew.headroom,0.9308,
die,floorplan.die.width,79.07,um
flow_run,stage_log_warnings,27,
critical_path,critical_path.cell_chain,"buf_2",
critical_path,timing_worst_setup_path_type,"register to primary output",
synth,post_synth_area_from_yosys_stat,1782,um^2
drt,wirelength_routed,4599,um
critical_path,critical_path.n_buffers_inverters,1,
cells_and_area,area.combinational,0,um^2
synth,leading_post_synthesis_cells_by_cell_area,"dfxtp_1 100%",
power,vdd_ir_drop_max,0.0009243,V
critical_path,timing.critical_path.max_delay_family,"flip-flops",
power,total_power_density_per_cell_area,1938,nW/um^2
clock_network,cts-root-buf,"clkbuf_8",
drt,met2_length,2055,um
power,seq_power_share,0.571,
clock_network,cts_num_sinks,89,
critical_path,crit_path_max_fanout,1,
clock_network,cts_tree,"built",
place,count_of_buffers_inserted_at_the_top_level_ports,178,
global_route,number_of_global_route_vias_before_repair,1287,
critical_path,cp.arrival,0.76,ns
flow_run,cap_viol_max_count,0,
timing,post-route-worst-setup-slack,0.03839,ns
synth,yosysUniqueCellTypes,1,
timing,report.final.slew_viol_count,0,
clock_network,clock_tree.buffer_depth,2,
clock_network,cts_max_level,3,
drt,routedWlPerCell,12.95,um
timing,timing_worst_slew_pin_value,0.1038,ns
power,netSwitchingPower,1.255,mW
timing,period_minus_slack,0.9616,ns
synth,yosys_warnings,3,
cells_and_area,flow.area_growth_from_synthesis,91.22,%
power,leakage,1.551,nW
global_route,groute.usage.overall,0.1479,
global_route,global_route.overflow_total,0,
place,place_inst,339,
clock_network,cts_buffers,9,
drt,highest_layer,"met4",
die,core.rowCount,27,
synth,synth_top_area_share,1.000,
drt,wl_met3,709,um
timing,clock.fmax,1.040,GHz
synth,syn_inst,89,
power,internal_power,5.348,mW
drt,vias_per_cell,3.659,
drt,routed-via-count,1299,
clock_network,ctsHoldBuffers,0,
critical_path,critPathMaxStageDelay,0.32,ns
die,num_io_pins,179,
die,initial_core_util,0.3177,
global_route,antenna_found_initial,0,
clock_network,clk_transition_reported_paths,0.08,ns
global_route,maximum_number_of_pins_on_one_net_before_global_route_repair,15,
timing,fin_crit_sh,0.9616,
synth,yosys.area.top_type,"dfxtp_1",
critical_path,cp_max_stage_cell,"dfxtp_2",
synth,synth-cells-yosys,89,
cells_and_area,share_of_layout_cells_above_drive_strength_1,0.3816,
power,pwr-share-clk,0.357,
drt,drt.antenna.violating_nets,0,
cells_and_area,comb_cells,0,
synth,ys_seq_frac,1.000,
drt,antenna_cells,0,
-- logic make-up (layout without fill, tap and decap cells) --
kind of cell / Yosys count / count (layout) / share of synthesized area
buf+inv: 0 / 194 / 0
flops: 89 / 89 / 1.000
-- cells in the mapped netlist (all sizes together) --
library cell   n
dfxtp         89
-- layout make-up --
cell class,instances,area (um^2)
Tap cell,72,90.09
Timing Repair Buffer,178,1336
Clock inverter,6,57.56
Clock buffer,10,137.6
Fill cell,500,2201
Sequential cell,89,1785
-- layout by cell type, fill, tap and decap left out, drive strengths merged --
cell type       n
clkinvlp        1
dfxtp          89
bufinv          1
buf            89
clkinv          4
clkbuf         10
clkdlybuf4s50  89
-- per-layer routing --
layer  global-route usage  vias to the layer above
met5                    0                        -
met4              0.03091                        0
met3              0.07235                       11
met2               0.2284                      107
met1               0.1932                      531
li1                     -                      650
-- sequential cells by signal, indices dropped and copies added (netlist names) --
name     cells
plr_DE1     64
plr_DE2      2
plr_DE3      2
plr_DE4      4
plr_DE5     16
plr_DE6      1
-- worst paths after layout --
kind / startpoint / endpoint / depth (start not counted)
hold / removal: Ealu[13] / plr_DE1[2][13]$_DFF_P_ / 1
setup / recovery: plr_DE1[2][13]$_DFF_P_ / Malu[13] / 1
-- power by group through the flow --
stage / registers [mW] / logic, mW / clock network, mW
after CTS: 3.77 / 0.489 / 2.43
after global routing: 3.79 / 0.521 / 2.58
final: 3.77 / 0.478 / 2.36
-- metrics by stage --
stage                     area [um^2]  power (mW)    TNS (ns)    util
after floorplan                  1782       3.809           0       -
after global placement           3654       4.519           0  0.6515
after detailed placement         3654       4.520           0  0.6515
after CTS                        3406       6.690           0  0.6073
after global routing             3407       6.887  -0.0005652  0.6075
final                            3407       6.603           0  0.6075
-- what timing repair did --
action                                  CTS  global route
buffers inserted                          0             0
endpoints found under the setup margin   89             2
resized                                 276             1
No activity file was given, so power comes from the tool's default toggle rates.
